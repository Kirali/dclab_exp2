## flow/config.mk

```make
export PLATFORM = sky130hd
export DESIGN_NAME = exp2_rsa
export DESIGN_NICKNAME = exp2_rsa
export VERILOG_FILES = /design/flow/design.v
export SDC_FILE = /design/flow/constraint.sdc
export NUM_CORES = 4
export LEC_CHECK = 1
export CORE_UTILIZATION = 40
```

## flow/constraint.sdc

```tcl
current_design exp2_rsa

set clk_period 73.4
set clk_io_pct 0.2

create_clock -name clk0 -period $clk_period [get_ports {clk}]

set non_clock_inputs [all_inputs -no_clocks]
set_input_delay [expr $clk_period * $clk_io_pct] -clock clk0 $non_clock_inputs
set_output_delay [expr $clk_period * $clk_io_pct] -clock clk0 [all_outputs]
```

## flow/design.v

```verilog
module exp2_rsa (
    clk,
    reset,
    ready,
    we,
    oe,
    start,
    reg_sel,
    addr,
    data_i,
    data_o,
    clk_o, 
    reset_o,
    ready_o,
    we_o,
    oe_o,
    start_o,
    reg_sel_o,
    addr_o,
    data_i_o
);
    parameter   we_state = 2'b00;
    parameter   cal_state= 2'b01;
    parameter   oe_state = 2'b10;
    parameter   wait_state = 2'b11;
    input clk;
    input reset;
    input we;
    input oe;
    input start;
    input [1:0] reg_sel;
    input [4:0] addr;
    input [7:0] data_i;
    output reg ready;
    output reg [7:0] data_o;
    output clk_o;
    output reset_o;
    output ready_o;
    output we_o;
    output oe_o;
    output start_o;
    output [1:0] reg_sel_o;
    output [4:0] addr_o;
    output [7:0] data_i_o;
   assign clk_o = clk;
   assign reset_o = reset;
   assign ready_o = ready;
   assign we_o = we;
   assign oe_o = oe;
   assign start_o = start;
   assign reg_sel_o = reg_sel;
   assign addr_o = addr;
   assign data_i_o = data_i;
    wire   [255:0] next_cal_t;
    wire   [255:0] next_cal_s;
    wire   next_MA_beg;
    wire   [255:0] next_MA_sA     ;
    reg    [255:0] next_MA_sB     ;
    reg    [255:0] next_save;
    reg    [255:0] save;
    wire   [255:0] next_MA_tA     ;
    wire   [255:0] next_MA_tB     ;
    reg   [255:0]  MA_sA     ;
    reg   [255:0]  MA_sB     ;
    reg   [255:0]  MA_tA     ;
    reg   [255:0]  MA_tB     ;
    wire    [255:0] cal_pret  ;
    wire   pre_ready;
    wire   MA_sready;
    wire   MA_tready;
    reg    [255:0] cal_t;
    reg    [255:0] cal_s;
    reg    MA_beg;
    reg    [8:0] counter;
    reg    [8:0] next_counter;
    reg    beg_pre;
    reg    [255:0] next_a0 ;
    reg    [255:0] next_a1 ;
    reg    [255:0] next_a2 ;
    reg    [255:0] next_a3 ;
    reg     [1:0]state;
    reg     [1:0]next_state;
    reg     [255:0] a0  ;
    reg     [255:0] a1  ;
    reg     [255:0] a2  ;
    reg     [255:0] a3  ;
    reg     next_ready; 
    reg     next_done;
    reg     done;
    reg [7:0] next_data_o;
    integer i;
    wire pre_state;
    always@(*) begin
        case(state)
            we_state:begin
                if(we == 0 && start == 1)begin
                    next_ready = 0;
                    next_state = cal_state;
                    beg_pre = 0;
                end
                else begin
                    next_ready = 1;
                    next_state = we_state;
                    beg_pre = 1;
                end
            end        
            cal_state:begin
                if(done == 0)begin
                    next_ready = 0;
                    next_state = cal_state;
                    beg_pre = 1;
                end
                else begin
                    next_ready = 1;
                    next_state = wait_state;
                    beg_pre = 1;
                end
            end
            wait_state: begin
                if (oe == 0) begin
                    next_ready = 1;
                    next_state = wait_state;
                    beg_pre = 1;
                end
                else begin
                    next_ready = 1;
                    next_state = oe_state;
                    beg_pre = 1;
                end
            end
            oe_state:begin
                if(oe == 0)begin
                    next_ready = 1;
                    next_state = we_state;
                    beg_pre = 1;
                end
                else begin
                    next_ready = 1;
                    next_state = oe_state;
                    beg_pre = 1;
                end
            end
            default: begin
                next_ready = 1'b0;
                next_state = 2'b0;
                beg_pre = 1;
            end
        endcase
    end
    always@(*) begin
        if (state == we_state && we == 1) begin 
            next_a1 = a1;
            next_a2 = a2;
            next_a3 = a3;
            case(reg_sel)
                2'b00: next_a1[8*addr+:8] = data_i;  
                2'b01: next_a1[8*addr+:8] = data_i;
                2'b10: next_a2[8*addr+:8] = data_i;
                2'b11: next_a3[8*addr+:8] = data_i;
            endcase
        end
        else begin
            next_a1 = a1;
            next_a2 = a2;
            next_a3 = a3;
        end
    end
    always@(*) begin
        if (ready == 1) begin 
            if (oe==1)
                next_data_o = a0[8*addr+:8];          
            else 
                next_data_o = data_o;
        end
        else next_data_o = 8'b0;
    end
    pre_processing  pre1 (.M(a1),
                          .N(a3),
                           .clk(clk),.beg(beg_pre),.out(cal_pret),.out_ready(pre_ready),
                           .reset(reset)
                           ,.state(pre_state)
                           );
    montgomery_algorithm    MA_s(.A(MA_sA), .B(MA_sB),
                          .N(a3), .clk(clk), .beg(MA_beg), .out(next_cal_s), .out_ready(MA_sready)
                           ,.reset(reset)
                           );  
    montgomery_algorithm    MA_t(.A(MA_tA), .B(MA_tB),
                          .N(a3), .clk(clk), .beg(MA_beg), .out(next_cal_t), .out_ready(MA_tready)
                           ,.reset(reset)
                           );  
    assign  next_MA_beg = ( ((MA_sready && MA_tready) == 1'b0 || pre_ready == 1'b1) && (pre_state == 1'b1|| pre_ready == 1'b1)&&(counter < 256))? 1'b0 : 1'b1;    
    assign  next_MA_sA = (pre_ready == 1'b1)? cal_pret : cal_t ; 
    always@(*)begin
        if (pre_ready == 1'b1) begin
            next_MA_sB = 1'b1;
            next_save = 1'b1;
        end    
        else if(a2[counter] == 1 && counter < 256) begin
            next_MA_sB = cal_s;
            next_save = cal_s;
        end        
        else begin
            next_MA_sB = MA_sB;
            next_save = save;
        end    
    end
    assign  next_MA_tA = (pre_ready == 1'b1)? cal_pret : cal_t ;
    assign  next_MA_tB = (pre_ready == 1'b1)? cal_pret : cal_t ;
    always@(*) begin
        if (state != cal_state) begin  
            next_a0 = a0;
            next_done = 0;
            next_counter = 9'd0;
        end
        else begin
            if (counter == 9'd256) begin
                next_a0 = save;
                next_done = 1;
                next_counter = 9'd0;
            end
            else begin
                next_a0 = a0;
                next_done = 0;
                next_counter = (MA_sready == 0 && MA_tready == 0 && MA_beg == 1 && pre_state == 1)? counter + 9'b1: counter;
            end
        end
    end
    always@(posedge clk or posedge reset)
        if (reset == 1) begin
            a0 <= 256'b0;
            a1 <= 256'b0;
            a2 <= 256'b0;
            a3 <= 256'b0;
            cal_t <= 256'b0;
            cal_s <= 256'b0;
            MA_beg<= 1;
            counter <= 0;
            state <= we_state;
            MA_sA <= 256'b0;
            MA_sB <= 256'b0;
            MA_tA <= 256'b0;
            MA_tB <= 256'b0;
            done <= 0;
            data_o <= 8'b0;
            ready <= 1'b1;
            save <= 0;
        end
        else begin
            a0 <= next_a0;
            a1 <= next_a1;
            a2 <= next_a2;
            a3 <= next_a3;
            cal_t <= next_cal_t;
            cal_s <= next_cal_s;
            MA_beg<= next_MA_beg;
            counter <= next_counter;
            state <= next_state;
            MA_sA <= next_MA_sA;
            MA_sB <= next_MA_sB;
            MA_tA <= next_MA_tA;
            MA_tB <= next_MA_tB;
            done  <= next_done;
            data_o <= next_data_o;
            ready <= next_ready;
            save <= next_save;
        end
endmodule
module montgomery_algorithm(
    A, B, N, clk, beg,
    out, out_ready, reset
);
    parameter O_READY   = 1'b0;
    parameter O_PROCESS = 1'b1;
    input[255:0]  A;
    input[255:0]  B;
    input[255:0]  N;
    input         clk;
    input         beg;
    input         reset;
    output [255:0]        out;
    output        out_ready;
    integer       i;
    reg[259:0]    tmp_out;
    reg[259:0]    next_tmp_out;
    reg           out_ready;
    reg[255:0]    AA;
    reg[255:0]    BB;
    reg[256:0]    NN;
    reg[255:0]    next_AA;
    reg[255:0]    next_BB;
    reg[256:0]    next_NN;
    wire[259:0]    q_i256_00; 
    wire[259:0]    q_i256_01; 
    wire[259:0]    q_i256_10;
    wire[259:0]    q_i256_11;
    reg[1:0]      k_i;
    reg[1:0]      q_i;
    reg[8:0]      iter_n;
    wire[8:0]     iter_n1;
    reg[8:0]      next_iter_n;
    assign iter_n1 = iter_n+9'b1;
    always@(*)begin
        case ({AA[iter_n1],AA[iter_n]})
            2'b00: k_i = tmp_out[1:0];
            2'b01: k_i = tmp_out[1:0]+BB[1:0];
            2'b10: k_i = tmp_out[1:0]+2*BB[1:0];
            2'b11: k_i = tmp_out[1:0]+3*BB[1:0];
        endcase
        case (k_i)
            2'b00: q_i = 2'b00;
            2'b01: q_i = 2'b11;
            2'b10: q_i = 2'b10;
            2'b11: q_i = 2'b01;
        endcase
    end
    always@(*) begin
        if (beg == 0) begin
            next_tmp_out   = 0;
        end
        else begin
            if(iter_n < 9'd256) begin
            next_tmp_out = (tmp_out +{AA[iter_n1],AA[iter_n]} * BB + q_i*NN) >> 2;
            end
            else begin
                if(tmp_out >= NN)
                    next_tmp_out = tmp_out - NN;
                else
                    next_tmp_out = tmp_out;
            end
        end
    end
    always@(*) begin
        if (beg == 0) begin
            next_iter_n    = 0;
            next_AA = A;
            next_BB = B;
            next_NN = {1'b0,N};
            out_ready = O_PROCESS;
        end
        else begin
            next_iter_n = (iter_n == 9'd260) ?  iter_n : iter_n + 9'd2;
            next_AA = AA;
            next_BB = BB;
            next_NN = NN;
            if(iter_n == 9'd260)
                 out_ready = O_READY;
            else                                 
                 out_ready = O_PROCESS;
        end
    end
    assign out = tmp_out[255:0];
    always@( posedge clk or posedge reset ) begin
        if(reset == 1) begin
            tmp_out   <= 0;
            iter_n    <= 0;
            AA <= 0;
            BB <= 0;
            NN <= 0;
        end
        else begin
            iter_n  <= next_iter_n;
            tmp_out <= next_tmp_out;
            AA <= next_AA;
            BB <= next_BB;
            NN <= next_NN;
        end
    end
endmodule
module pre_processing (
    M,
    N,
    clk,
    beg,
    out,
    out_ready,
    reset,
    state
);
    parameter recursive = 1'b0;
    parameter done = 1'b1;
    input [255:0] M;
    input [255:0] N;
    input clk;
    input beg;
    input reset;
    output [255:0] out;
    output out_ready;
    output  state;
    reg  state;
    reg  next_state;
    reg  counting;
    reg  next_counting;
    reg  recur;
    reg  next_recur;
    reg  firstMod;
    reg  next_firstMod;
    reg  [257:0] MM;
    reg  [257:0] next_MM; 
    reg  out_ready;
    reg  [8:0] recurtime;
    reg  [8:0] next_recurtime;
    always@(*) begin
        case (state)       
            recursive: begin
                if (recur == 1) begin
                    next_state = recursive;
                    out_ready = 0;
                end
                else begin
                    next_state = done;
                    out_ready = 1;
                end
            end
            done: begin
                if (beg == 0) begin
                    next_state = recursive;
                    out_ready = 0;
                end
                else begin
                    next_state = done;
                    out_ready = 0;
                end
            end
            default: begin
                next_state = done;
                out_ready = 0;
            end
        endcase
    end
    always@(*) begin
        if (beg == 0) begin
            next_MM = M;
            next_firstMod = 1;
            next_recur = 1;
            next_recurtime = 0;
        end
        else if (recur == 1 && firstMod == 1) begin   
            if (MM >= N) begin  
                next_MM = MM - N;
                next_firstMod = 1;
                next_recur = 1;
                next_recurtime = recurtime;
            end
            else begin  
                next_MM = MM;
                next_firstMod = 0;
                next_recur = 1;
                next_recurtime = recurtime;
            end
        end
        else if (recur == 1 && firstMod == 0) begin  
                if (recurtime < 256 ) begin  
                    if ((MM+MM) >= N) begin  
                        next_MM = MM + MM - N;
                        next_firstMod = 0;
                        next_recur = 1;
                        next_recurtime = recurtime + 9'b1;
                    end
                    else begin  
                        next_MM = MM + MM;
                        next_firstMod = 0;
                        next_recur = 1;
                        next_recurtime = recurtime + 9'b1;
                    end
                end
                else begin  
                    if (MM >= N) begin
                        next_MM = MM - N;
                        next_firstMod = 0;
                        next_recur = 0;
                        next_recurtime = recurtime;
                    end
                    else begin
                        next_MM = MM;
                        next_firstMod = 0;
                        next_recur = 0;
                        next_recurtime = recurtime;
                    end
                end
        end
        else begin  
            next_MM = MM;
            next_firstMod = 0;
            next_recur = 0;
            next_recurtime = recurtime;
        end
    end
    assign out = MM[255:0];
always@( posedge clk or posedge reset ) begin
    if ( reset == 1 ) begin
        state <= done;
        firstMod <= 1'b1;
        MM <= 0;
        recur <= 1;
        recurtime <= 0;
    end
    else begin
        state <= next_state;
        firstMod <= next_firstMod;
        MM <= next_MM;
        recur <= next_recur;
        recurtime <= next_recurtime;
    end
end
endmodule
```

## flow/run.sh

```bash
#!/bin/bash
# OpenROAD 26Q1-2900-gdf79404cd8, Yosys 0.63+post, stock flow scripts
make -C /OpenROAD-flow-scripts/flow DESIGN_CONFIG=/design/flow/config.mk WORK_HOME=/design/flow/orfs finish
```

==> results.toml <==
# implementation run metrics
[synth]
ys_chip_area_mm2 = 0.345
yosys_warnings = 3
syn_avg_cell_area_um2 = 8.02
fa_ha_area_frac = 0.124
yosysSeqAreaShare = 0.265
aoi_share = 0.229
synthDistinctLibCells = 106
async_flop_share = 1.00
syn_area_mm2 = 0.345
ys_ff = 3646
yosys_cells = 42980
syn_inst = 42980
edf_count = 0
flop_cell = "dfrtp_1"
xor_share = 0.0643
mux_area_frac = 0.0771
synthSimpleGateAreaFrac = 0.198
synth.logic.top_family = "AND-OR/OR-AND gates"

[global_route]
grt_pass1_vias = 308738
grt_max_degree = 159
antenna_found_initial = 120
grtUsageTotal = 0.369
grt_pass1_wl_um = 2230000
grt_overflow = 0

[critical_path]
timing.rr.end = "MA_t.tmp_out[250]"
crit_chain = "clkbuf_16 -> clkbuf_16 -> clkdlybuf4s50_1"
start_kind = "clock port"
crit_arrival_ns = 37.35
cp_slowest_cell = "clkdlybuf4s50_1"
cp_slowest_stage_delay_ns = 0.39
r2r_cells = 54
cp_max_fo = 4
critPathRequiredTime_ns = 58.72
crit_family = "buffers and inverters"
cpMostUsedCell = "clkbuf_16"
worstSetupEndpointType = "primary output"
path_buffers = 3
path_class = "clock port to primary output"
reg2reg_from = "MA_t.iter_n[2]"
rrSetupSlack_ns = 54.17

[min_path]
whs_endpoint = "save[66]"
hold_path.class = "register to register"
hold_depth = 2
hp-start = "cal_s[66]"

[placed_design]
dpl.cell_count = 52692
pre_cts_ws_ns = 21.65
place.gp.congestion = 1.05
hpwl_um = 1340000
portBuffers = 49

[detailed_routing]
remaining_drc_errors = 0
postRouteAntennaNets = 0
wire_per_inst_um = 29.5
routed_via_density = 6.01
finalWirelength_um = 1580000
drtPass1Iterations = 7
vias = 321984
drtIter0Drc = 28787

[outcome]
status = "finished with violations"
violations = "max-capacitance violations"

[sta]
fin_worst_skew_ns = 0.141
slew_viol_final = 0
slew_headroom = 0.000452
finalSetupViolations = 0
tns_ns = 0
setup_ws_ns = 21.37
hold_viol = 0
rsz0062_at_grt = "false"
worst_slew_pin_slew_ns = 1.49

[clocking]
cts_tree = "built"
cts_hold_buf = 0
clkLatencyLatePin_ns = 1.25
path_clk_slew_ns = 0.07
post_cts_buffers = 0
cts_resized = 0

[finish]
mostFrequentLayoutCell = "nand2_1"
mi_logic_area_mm2 = 0.239
post-route-util = 0.431
final_cells = 53570
fillers = 85168
seqCellArea_mm2 = 0.0913
syn_to_final_growth_pct = 7.40
drive_gt1_frac = 0.0813
lay_top_cells = "nand2_1, a21oi_1, dfrtp_1"

[floorplanning]
die-width_um = 930
pin_count = 50
die-area_mm2 = 0.865
initCoreUtil = 0.402
fp.dieH_um = 930
core-area_mm2 = 0.858
rows = 340

[flow_run]
maxCapViolCount = 1
warnings = 105
[worst register-to-register path, delay by kind of cell (launching register included)]
| kind | cells | cell delay [ns] |
|---|---|---|
| adders and majority gates | 4 | 1.65 |
| and+or+nand+nor | 16 | 5.29 |
| AOI/OAI and AO/OA | 21 | 6.66 |
| DFF | 1 | 0.77 |
| buffers and inverters | 6 | 1.86 |
| xor gates and xnor gates | 3 | 0.86 |
| muxes | 4 | 2.03 |
[synth_stat cells (293+ instances only)]
library cell | count | area, µm²
xnor2_1 | 1564 | 13700
mux2i_1 | 298 | 2980
nor2b_1 | 1247 | 7800
xor2_1 | 965 | 8450
o21bai_1 | 876 | 6580
clkbuf_1 | 2272 | 8530
inv_1 | 1492 | 5600
a31oi_1 | 293 | 1830
o211ai_1 | 360 | 2700
o21ai_0 | 3383 | 16900
nand3_1 | 473 | 2370
mux2_2 | 1430 | 16100
o31ai_1 | 335 | 2510
o21a_1 | 298 | 2240
ha_1 | 2571 | 32200
nand2_1 | 5251 | 19700
fa_1 | 524 | 10500
nor2_1 | 3396 | 12700
mux4_2 | 333 | 7500
nor3_1 | 646 | 3230
and2_1 | 1101 | 6890
a21oi_1 | 5020 | 25100
dfrtp_1 | 3640 | 91100
a21o_1 | 1095 | 8220
nand4_1 | 1334 | 8350
[metal layers]
layer	vias to the layer above	wire, µm	GRT usage
met1	156726	733000	0.570
met3	1501	235000	0.204
li1	151557	-	-
met2	12172	555000	0.442
met4	28	53700	0.0938
met5	-	952	0.00505
[stage by stage]
stage | hold WS [ns] | cell area [µm²]
after floorplan | 0.421 | 345000
after global placement | 0.434 | 356000
after detailed placement | 0.428 | 356000
after CTS | 0.414 | 370000
after global routing | 0.440 | 370000
final | 0.421 | 370000
[worst max path at each step]
stage / startpoint / endpoint / slack [ns] / depth (start not counted)
6_report: clk / clk_o / 21.37 / 3
4_1_cts: clk / clk_o / 21.36 / 3
5_1_grt: clk / clk_o / 21.37 / 3
[logic make-up after synthesis]
| group | after synthesis |
|---|---|
| flip-flops | 3646 |
| AND/OR/NAND/NOR | 14532 |
| buffers and inverters | 3935 |
| adder cells (fa/ha/maj) | 3095 |
| AND-OR/OR-AND | 13182 |
| XOR/XNOR | 2529 |
| multiplexers | 2061 |
[flip-flops by register name (all words and copies together), names as in the netlist, 4 cells and up]
| register | count |
|---|---|
| MA_sA | 256 |
| cal_s | 256 |
| a3 | 256 |
| MA_s.AA | 256 |
| save | 256 |
| counter | 9 |
| MA_s.BB | 256 |
| data_o | 8 |
| cal_t | 256 |
| MA_s.iter_n | 8 |
| a0 | 256 |
| pre1.MM | 258 |
| pre1.recurtime | 9 |
| a2 | 256 |
| MA_s.tmp_out | 260 |
| MA_t.iter_n | 8 |
| state | 4 |
| MA_s.NN | 256 |
| MA_t.tmp_out | 260 |
| a1 | 256 |
[cell type report]
cell class              instances  area share
well taps                   11457      0.0387
inverters                    1497      0.0152
diodes                        132    0.000892
multi-input cells           35399       0.645
flip-flops and latches       3646       0.247
clock inverters               175     0.00712
repair buffers                693      0.0147
clock buffers                 571      0.0313
